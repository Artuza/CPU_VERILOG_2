### flow/run.sh
#!/bin/bash
# OpenROAD 26Q1-2900-gdf79404cd8, Yosys 0.63+post, stock flow scripts
make -C /OpenROAD-flow-scripts/flow DESIGN_CONFIG=/design/flow/config.mk WORK_HOME=/design/flow/orfs finish
### flow/config.mk
export PLATFORM = sky130hd
export DESIGN_NAME = regfile
export DESIGN_NICKNAME = regfile
export VERILOG_FILES = /design/flow/design.v
export SDC_FILE = /design/flow/constraint.sdc
export NUM_CORES = 4
export LEC_CHECK = 1
export CORE_UTILIZATION = 40
### flow/constraint.sdc
current_design regfile

set clk_period 5.1
set clk_io_pct 0.2

create_clock -name clk0 -period $clk_period [get_ports {clk}]

set non_clock_inputs [all_inputs -no_clocks]
set_input_delay [expr $clk_period * $clk_io_pct] -clock clk0 $non_clock_inputs
set_output_delay [expr $clk_period * $clk_io_pct] -clock clk0 [all_outputs]
### flow/design.v
module regfile(
    input clk,
    input [4:0] rdAddr1, rdAddr2,  
    input [4:0] wrAddr,             
    input wrEn,                     
    input [31:0] wrData,            
    output reg [31:0] rdData1,      
    output reg [31:0] rdData2       
);
reg [31:0] regfile[31:0];  
always @(posedge clk) begin
    if (wrEn) begin
        regfile[wrAddr] <= wrData;
    end
end
always @(*) begin
    rdData1 = regfile[rdAddr1];
    rdData2 = regfile[rdAddr2];
end
endmodule
==> out/qor.txt <==
per-cell routed wire length: 28.9 µm
Gate Area: 16800 µm²
I/O pins: 113
critical-path maximum fanout: 25
die area: 123000 µm²
DRT Pass-1 Iters: 5
post-layout util: 0.467
DP Cell Count: 5052
fin. max-slew vios: 0
Area Growth Syn to Fin: 15.4%
pwr/cell area: 335 nW/µm²
tool warnings: 26
CTS max path bufs: 3
register area: 30700 µm²
final count of hold timing violations: 0
fmax: 203 MHz
Setup TNS Final: 0 ps
FILL cells: 10300
YS warnings: 1
via count: 31200
max capacitance violation total: 0
crit share post-route: 0.968
Max-area cell share: 0.630
drt first-iter violations: 2086
clk root buf: clkbuf_16
cell-internal power: 14.5 mW
worst IR drop on VDD: 0.271 mV
CP max stage cell: clkdlybuf4s50_1
Comb power frac: 0.095
Place WS: 194 ps
largest area contributor in the netlist: edfxtp_1
Vias/cell: 5.94
count of cell types in the netlist: 23
final setup margin: 163 ps
Cell Chain, Critical Path: clkdlybuf4s50_1 -> and2_4 -> buf_4 -> buf_4 -> a22oi_1 -> a31oi_1 -> nand3_1 -> clkdlybuf4s50_1
largest reg by FF count: regfile
clk sink count: 1024
ys cells: 3386
Final Non-Filler Cells: 5247
FP Util: 0.405
share of layout cells above drive strength 1: 0.110
Worst Max-Slew Pin Slew: 911 ps
RSZ-0062 raised after global routing: no
setup bufs post-CTS: 0
Seq share, synth: 0.630
Hold Path Class: in2reg
Leak: 20.6 nW
number of port buffers: 112
Relative slew margins: 0.391
asr flop ratio synth: 0
CTS Hold Bufs: 0
top cells by area: edfxtp_1, mux2i_1, a22oi_1, a22o_1, nand3_1
GP Congestion: 0.890
DP Wirelength: 88100 µm
CTS resizes: 0
core area: 120000 µm²
GRT Overall Usage: 0.263
antenna violations before repair: 5
outcome: finished, final reports clean
Synth Cell Area: 48800 µm²
Mean Syn Cell Area: 14.4 µm²
worst endpoint data arrival time: 3920 ps
Psw: 4.33 mW
Clock power frac: 0.406
Startpoint Class: primary input
row count: 127
GR Overflow Total: 0
DRC Markers: 0
Sw Ratio: 0.230
Reg clk slew, reported paths: 60 ps
Flops after synth: 1024
CTS tree: done
first-pass GRT wire length: 217000 µm
Primary FF master, synth: edfxtp_1
Die Height: 351 µm
minimum clock period: 4940 ps
top cells by count, synth: edfxtp_1, mux2i_1, nand2_1, nand3_1
CTS buffer count: 105
total chip power: 18.8 mW
WS Path Type: in2out
setup violators final: 0
Yosys Chip Area: 48800 µm²
die width: 351 µm
Largest regs: regfile x1024
Gate Count Post-Synth: 3386
H-tree Lvls: 3
Largest register FFs: 1024
CP peak stage delay: 690 ps
via count of the first global-routing pass: 32100
Post-synth EDFFs: 1024
pin count of the biggest net entering global routing: 80
DRT Wirelength: 152000 µm
post-route ant nets: 0
Seq pwr share: 0.499
crit end category: output pin
Critical Path RT: 4080 ps
[critical path, delay by kind of cell]
family | cells | cell delay (ps)
AND-OR/OR-AND | 2 | 370
buffers and inverters | 4 | 1900
AND/OR/NAND/NOR | 2 | 610
[layout make-up]
| cell class | instances | area share |
|---|---|---|
| diodes | 3 | 0.000133 |
| clock buffers | 129 | 0.0490 |
| clock inverters | 63 | 0.0117 |
| multi-input cells | 2109 | 0.298 |
| flip-flops and latches | 1024 | 0.546 |
| well taps | 1612 | 0.0358 |
| repair buffers | 307 | 0.0590 |
[final timing paths]
check / depth (start not counted) / slack, ps / to / startpoint
max: 8 / 160 / rdData2[4] / rdAddr2[2]
min: 2 / 1150 / regfile[0][10] / wrData[10]
[layout by cell type, fill, tap and decap left out, types with 5 or more instances in the layout]
| cell | netlist | layout |
|---|---|---|
| clkbuf_1 | 86 | 22 |
| clkinv_2 | 0 | 19 |
| mux2i_1 | 1024 | 1024 |
| clkinv_1 | 0 | 20 |
| nand3b_1 | 5 | 5 |
| clkinvlp_4 | 0 | 6 |
| nand3_1 | 194 | 194 |
| a22oi_1 | 192 | 192 |
| buf_12 | 0 | 58 |
| bufinv_16 | 0 | 12 |
| nor2_4 | 0 | 34 |
| clkdlybuf4s50_1 | 0 | 110 |
| a31oi_1 | 64 | 64 |
| clkbuf_16 | 0 | 107 |
| edfxtp_1 | 1024 | 1024 |
| buf_4 | 47 | 137 |
| a21oi_1 | 192 | 192 |
| nand2_1 | 195 | 193 |
| a22o_1 | 128 | 128 |
| nor3_1 | 64 | 64 |
[per-layer routing]
| layer | GRT usage | vias up | part of all wire |
|---|---|---|---|
| met5 | 0.00628 | - | 0.0010 |
| li1 | - | 13700 | - |
| met3 | 0.143 | 300 | 0.13 |
| met2 | 0.400 | 1584 | 0.47 |
| met4 | 0.0667 | 10 | 0.031 |
| met1 | 0.342 | 15600 | 0.37 |
[logic make-up (layout without fill, tap and decap cells)]
group / count (synthesis) / after routing / share of synthesized area
other: 0 / 3 / 0
buffers and inverters: 253 / 499 / 0.0321
AOI/OAI and AO/OA: 576 / 576 / 0.0804
DFF: 1024 / 1024 / 0.630
muxes: 1024 / 1024 / 0.210
and+or+nand+nor: 509 / 509 / 0.0471
[power groups by stage]
stage         sequential [mW]  clock, mW  combinational, mW
finish                   9.40       7.65               1.79
global route             9.41       8.06               1.90
CTS                      9.40       7.76               1.78
[through the flow]
step	instance area (µm²)	hold slack, ps
4_1_cts	56300	1120
3_5_place_dp	52900	1850
2_1_floorplan	48800	1120
3_3_place_gp	52900	1850
5_1_grt	56300	1160
6_report	56300	1150
No activity file was given, so power comes from the tool's default toggle rates.
