## /design/flow/config.mk

```make
export PLATFORM = sky130hd
export DESIGN_NAME = register_bank
export DESIGN_NICKNAME = register_bank
export VERILOG_FILES = /design/flow/design.v
export SDC_FILE = /design/flow/constraint.sdc
export NUM_CORES = 4
export LEC_CHECK = 1
export CORE_UTILIZATION = 40
```

## /design/flow/run.sh

```bash
#!/bin/bash
# OpenROAD 26Q1-2900-gdf79404cd8, Yosys 0.63+post, stock flow scripts
make -C /OpenROAD-flow-scripts/flow DESIGN_CONFIG=/design/flow/config.mk WORK_HOME=/design/flow/orfs finish
```

## /design/flow/design.v

```verilog
module register_bank (
    input clk,
    input [4:0] write_address,
    input [31:0] write_data,
    input [4:0] read_addressA,
    input [4:0] read_addressB,
    input write_enable,
    input write_enableA,
    input write_enableB,
    input write_enableC,   
    input [31:0] write_dataC,   
    output reg [31:0] read_dataA,
    output reg [31:0] read_dataB
);
    reg [31:0] registers [0:31];
    always @(posedge clk) begin
        if (write_enable) begin
            registers[write_address] <= write_data;
        end
        if (write_enableA) begin
            registers[4'd0] <= write_data;   
        end
        if (write_enableB) begin
            registers[4'd1] <= write_data;   
        end
        if (write_enableC) begin
            registers[4'd2] <= write_dataC;   
        end
        read_dataA <= registers[read_addressA];
        read_dataB <= registers[read_addressB];
    end
endmodule
```

## /design/flow/constraint.sdc

```tcl
current_design register_bank

set clk_period 10.9
set clk_io_pct 0.2

create_clock -name clk0 -period $clk_period [get_ports {clk}]

set non_clock_inputs [all_inputs -no_clocks]
set_input_delay [expr $clk_period * $clk_io_pct] -clock clk0 $non_clock_inputs
set_output_delay [expr $clk_period * $clk_io_pct] -clock clk0 [all_outputs]
```

==> out/qor.txt <==
Rel. slew slack: 40.8%
drt pass-1 iters: 5
synthesized area per cell: 14.5 µm²
Tcrit/Tclk final: 51.0%
Worst Hold Class: flip-flop to flip-flop
CTS Buffer Depth: 3
Synth mux share: 21.0%
H-tree Lvls: 3
synth unique cells: 28
Final WS setup: 5340 ps
Warnings, synthesis: 1
Slew Limit Fails: 0
Chip Area, Yosys: 50500 µm²
ANT nets after route: 0
M1 WL: 59100 µm
share of layout cells above drive strength 1: 10.1%
Synth Register Bits: 1088
# rows: 129
post_cts resized: 0
largest net degree at the start of global routing: 96
CTS buffer count: 115
die height: 357 µm
fin area: 57500 µm²
WL met2: 68600 µm
Largest logic family: multiplexers
setup TNS: 0 ps
WP data arrival: 6140 ps
Synth Seq Share: 63.4%
CORE AREA: 124000 µm²
clk sinks: 1088
input/output buffers: 147
Worst Path Required: 11490 ps
Post-Route WL: 160000 µm
# Post-CTS Setup Buffers: 0
power consumption: 9.53 mW
hpwl dp: 87900 µm
final hold vios: 0
RSZ-0062 raised after global routing: false
static leakage: 21.2 nW
worst-margin pin slew: 888 ps
Crit Path Max Fanout: 43
PwrDens: 166 nW/µm²
Syn Std Cell Area: 50500 µm²
Max VDD drop: 0.140 mV
Compound-Gate Fraction of Synth Area: 7.82%
Final Critical Period: 5560 ps
1st-iter DRT viols: 1961
synthesized instance count: 3490
Top Layout Cells: mux2i_1 (1024), edfxtp_1 (1024), nand3_1 (194)
most used flip-flop cell: edfxtp_1
first-pass GRT wire length: 227000 µm
fmax: 180 MHz
number of global-route vias before repair: 33000
max-cap viol count: 0
# setup viols final: 0
Pre-Place Util: 40.6%
routed wl met3: 28200 µm
Vias: 31800
synth-to-layout area growth: 13.9%
Via density: 5.93
clk latency late pin: 720 ps
Adder-Cell Fraction of Synth Area: 0%
clk root buf: clkbuf_16
number of top-level pins: 148
Post-CTS Hold Fix Bufs: 0
dpl cell area: 53700 µm²
DRC: 0
CTS tree: built
number of enable flip-flop cells: 1024
wire per inst: 29.8 µm
Worst Path Class, Setup: primary input to flip-flop
routability cong.: 0.855
tool warning count: 26
GR Util All Layers: 26.9%
Die X: 357 µm
critical path launch point type: primary input
initial antenna violation count: 4
pre-CTS setup slack: 4810 ps
die area: 128000 µm²
status: finished, final reports clean
post-synthesis async set-or-reset flop share: 0%
highest routed layer: met5
Synth Area in XOR/XNOR: 0%
ys cells: 3490
non-filler cells in the finished layout: 5365
Reg clk slew, reported paths: 60 ps
Clock Skew: 25.6 ps
endpoint class of the critical path: flip-flop
DP Cell Count: 5141
simple share: 4.53%
GR Overflow Total: 0
-- through the flow --
step	utilization (%)	hold slack, ps
floorplan	-	579
global placement	43.2	616
detailed placement	43.2	611
CTS	46.2	624
global route	46.2	669
finish	46.2	621
-- worst max-delay path: stages --
cell             delay (ps)
clkdlybuf4s50_1         540
nor2_4                  590
buf_4                   660
buf_4                   780
buf_4                   640
a22o_1                  240
nor3_1                   50
a31oi_1                 300
nand3_1                 100
-- cell usage after synthesis, types with 10 or more instances --
cell type / instances / area share, %
nor2_1: 30 / 0.22
buf_1: 10 / 0.074
buf_2: 80 / 0.79
buf_4: 45 / 0.67
nand3_1: 194 / 1.9
a22o_1: 128 / 2.2
a22oi_1: 192 / 2.9
mux2i_1: 1024 / 20
mux2_2: 32 / 0.71
buf_6: 45 / 1.0
nor3_1: 64 / 0.63
clkbuf_1: 76 / 0.57
nand2_1: 194 / 1.4
a21oi_1: 192 / 1.9
dfxtp_1: 64 / 2.5
edfxtp_1: 1024 / 61
a31oi_1: 64 / 0.79
-- power breakdown --
group / leakage, nW / total (mW) / internal [mW] / switching, mW
clock network: 1.84 / 3.91 / 2.29 / 1.62
registers: 9.84 / 4.75 / 4.68 / 0.0651
logic: 9.50 / 0.865 / 0.338 / 0.527
-- sequential cells by signal, indices dropped and copies added, names as in the netlist --
| signal | flops |
|---|---|
| read_dataA | 32 |
| registers | 1024 |
| read_dataB | 32 |
-- area by class of cell --
| cell class | count | area (µm²) |
|---|---|---|
| antenna | 9 | 22.5 |
| clock buffer | 162 | 3200 |
| clock inverter | 53 | 562 |
| fill | 10800 | 66900 |
| inverter | 3 | 11.3 |
| multi-input combinational | 2139 | 17200 |
| sequential | 1088 | 32000 |
| tap | 1637 | 2050 |
| timing repair buffer | 274 | 2490 |
-- final timing paths --
| kind | end | cells past startpoint | slack [ps] | start |
|---|---|---|---|---|
| min reg2reg | read_dataA[14]$_DFF_P_ | 4 | 620 | registers[25][14]$_DFFE_PP_ |
| max reg2reg | read_dataB[16]$_DFF_P_ | 5 | 9270 | registers[2][16]$_DFFE_PP_ |
| min | read_dataA[14]$_DFF_P_ | 4 | 620 | registers[25][14]$_DFFE_PP_ |
| max | read_dataA[31]$_DFF_P_ | 9 | 5340 | read_addressA[0] |
-- per-layer routing --
metal  up-vias  GRT usage [%]
li1      14000              -
met1     15700           35.8
met2      1888           36.8
met3       240           19.7
met4         4           4.87
met5         -           3.48
-- logic make-up after synthesis --
family                 after synthesis
DFF                               1088
muxes                             1056
AOI/OAI and AO/OA                  579
and+or+nand+nor                    504
buffers and inverters              263
Power is estimated from default activity; no workload was simulated.
