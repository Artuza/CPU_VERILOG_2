## run.sh

```bash
#!/bin/bash
# OpenROAD 26Q1-2900-gdf79404cd8, Yosys 0.63+post, stock flow scripts
make -C /OpenROAD-flow-scripts/flow DESIGN_CONFIG=/design/flow/config.mk WORK_HOME=/design/flow/orfs finish
```

## config.mk

```make
export PLATFORM = sky130hd
export DESIGN_NAME = datamem
export DESIGN_NICKNAME = datamem
export VERILOG_FILES = /design/flow/design.v
export SDC_FILE = /design/flow/constraint.sdc
export NUM_CORES = 4
export LEC_CHECK = 1
export CORE_UTILIZATION = 40
```

## constraint.sdc

```tcl
current_design datamem

set clk_period 6.0
set clk_io_pct 0.2

create_clock -name clk0 -period $clk_period [get_ports {clk}]

set non_clock_inputs [all_inputs -no_clocks]
set_input_delay [expr $clk_period * $clk_io_pct] -clock clk0 $non_clock_inputs
set_output_delay [expr $clk_period * $clk_io_pct] -clock clk0 [all_outputs]
```

## design.v

```verilog
module datamem(
    input clk,
    input we_DM,
    input [31:0] dataDM,
    input [31:0] addDM,
    output reg [31:0] outDM
);
reg [31:0] mem [0:31];
always @(posedge clk) begin
    if (we_DM == 1) begin
        mem[addDM] <= dataDM;
    end
    else begin
        outDM <= mem[addDM];
    end
end
endmodule
```

==> results_dict.tcl <==
# flow metrics
set metrics [dict create \
    rows 115 \
    synth.yosys.num_cells 2108 \
    post_cts.repair.setup_buffers 0 \
    syn-instance-count 2108 \
    slowest_stage "sky130_fd_sc_hd__clkdlybuf4s50_1" \
    yosysWarnings 1 \
    cts_buffers 102 \
    die_w_um 319 \
    globalRouteOverflowTotal 0 \
    maxcap_violations 0 \
    floorplan.die_area_um2 101000 \
    report.final.hold_viol_count 0 \
    ir_drop_uv 228 \
    num_antenna_cells 0 \
    worstPathMaxFanout 20 \
    critical-path-top-delay-family "buffers and inverters" \
    clockBufferDepth 3 \
    die_height_um 319 \
    worst_setup_path_end_kind "flop" \
    antenna_found_initial 2 \
    synth_area_um2 40100 \
    design.core.area_um2 98900 \
    cp-start-kind "primary input" \
    warning_count 55 \
    first_pass_grt_wire_length_um 133000 \
    worst_min_delay_path_startpoint "mem[28][13]" \
    drc_errors 0 \
    fmax_mhz 246 \
    synth.lib_cells_used.distinct 24 \
    crit_path_max_incr_delay_ns 1.08 \
    drtPass1Iterations 4 \
    post_route_minimum_period_ns 4.07 \
    path_cells "clkdlybuf4s50_1, or4b_2, buf_4, o22ai_1, nor4_1, buf_4, nand2_1" \
    worst_r2r_startpoint "mem[29][28]" \
    worst_hold_path_type "flop to flop" \
    ctsResizeCount 0 \
    fraction_of_the_cycle_the_final_worst_path_needs_pct 67.8 \
    clk-insertion-delay-late_ns 0.67 \
    unrepaired_setup_endpoints_after_global_routing "no" \
    avgViaCountPerCell 5.48 \
    place.detailed.hpwl_um 49200 \
    wp_data_arrival_ns 4.46 \
    worstSetupStartpoint "addDM[0]" \
    floorplan.io_pins 98 \
    grt_pass1_vias 21400 \
    clock-skew-final_ns 0.0186 \
    final_layout_size_suffix_gt1_share_pct 12.0 \
    tightestPinTransition_ns 0.967 \
    drt_wl_total_um 90700 \
    worst-setup-path-type "primary input to flop" \
    routabilityCongestion 0.807 \
    fp_util_pct 40.5 \
    maximum_number_of_pins_on_one_net_before_global_route_repair 104 \
    numClockSinks 1056 \
    clkSlewWorstSetupHoldPaths_ns 0.06 \
    cellPowerDensity_nw_per_um2 329 \
    cp_num_buf_inv 3 \
    cts-htree-levels 3 \
    static-leakage-power_nw 15.7 \
    antenna_nets_post_route 0 \
    count_of_hold_fix_buffers_inserted_at_cts 0 \
    initialDrtViolationCount 1142 \
    syn2layout_area_growth_pct 14.9 \
    global_route.usage.total_pct 19.8 \
    cts_root_buffer "sky130_fd_sc_hd__clkbuf_16" \
    numSynthFlops 1056 \
    i_o_buffers 70 \
    finalMaxSlewViolations 0 \
    drt-wirelength-per-cell_um 25.1 \
    clock_tree_from_tritoncts "built" \
    outcome "complete, no violations" \
    timing.final.setup_violations 0 \
    crit_required_ns 6.39 \
    vias 19800 \
    synth_chip_area_um2 40100 \
    setup_tns_ns 0 \
    avgSynthCellArea_um2 19.0 \
    postLayoutCoreUtil_pct 46.6 \
    slew_headroom_pct 35.4 \
    synth-seq-area-share_pct 79.1 \
    cell_with_the_most_instances_on_the_worst_path "sky130_fd_sc_hd__buf_4" \
]
## Yosys cell counts (all sizes together)
cell type	count	area [µm²]
nor4	64	400
edfxtp	1056	31700
o22ai	256	1610
nand4b	4	35.0
or4b	4	47.6
buf	103	641
nand3b	4	30.0
nand2	34	128
inv	1	3.75
nor3	4	20.0
clkbuf	23	86.3
mux2i	512	5120
or3	2	12.5
nand4bb	6	67.6
nand3	2	10.0
or4	1	11.3
or3b	2	17.5
nand4	1	6.26
nor2	29	109
## registers in the layout, summed over array words and instances (netlist names)
name and cells:
mem 1024, outDM 32
## cell families (layout without fill, tap and decap cells)
kind of cell | Yosys count | after routing | synth area share [%]
flip-flops | 1056 | 1056 | 79.1
multiplexers | 512 | 512 | 12.8
AND-OR/OR-AND | 256 | 256 | 4.01
AND/OR/NAND/NOR | 157 | 157 | 2.23
buffers and inverters | 127 | 345 | 1.82
## per-layer routing
metal	track usage [%]	wire length, µm	part of all wire [%]	up-vias
met5	1.65	224	0.25	-
met2	28.0	40600	45	1313
met1	22.5	29700	33	9411
met3	17.7	17800	20	148
met4	4.38	2460	2.7	10
li1	-	-	-	8906
## per-stage QoR
step	cell area (µm²)	setup slack (ns)	hold slack [ns]	total power, mW	instances
final	46000	1.93	0.731	15.1	3613
after global placement	42800	1.37	0.711	9.07	3426
after CTS	46000	2.04	0.727	15.3	3613
after detailed placement	42800	1.30	0.708	9.09	3426
after global routing	46000	1.84	0.773	15.6	3613
after floorplan	40100	1.14	0.651	8.76	2108
## power breakdown
part | total [mW] | switching (mW) | internal, mW
combinational | 0.660 | 0.412 | 0.248
sequential | 8.26 | 0.0236 | 8.24
clock | 6.22 | 2.64 | 3.58
total | 15.1 | 3.07 | 12.1
## placed cells by master (no fill, tap or decap), types with 10 or more instances in the layout
cell type / count
sky130_fd_sc_hd__buf_4: 76
sky130_fd_sc_hd__clkdlybuf4s50_1: 69
sky130_fd_sc_hd__edfxtp_1: 1056
sky130_fd_sc_hd__buf_12: 11
sky130_fd_sc_hd__nor2_4: 28
sky130_fd_sc_hd__o22ai_1: 255
sky130_fd_sc_hd__clkbuf_1: 15
sky130_fd_sc_hd__nand2_1: 34
sky130_fd_sc_hd__clkinv_1: 26
sky130_fd_sc_hd__bufinv_16: 10
sky130_fd_sc_hd__mux2i_1: 512
sky130_fd_sc_hd__clkbuf_16: 103
sky130_fd_sc_hd__clkinv_2: 23
sky130_fd_sc_hd__nor4_1: 64
## worst register-to-register path: cells and delay by family, from the launching register on
kind / cells / cell delay [ns]
mux: 1 / 0.14
simple gates: 2 / 0.98
flops: 1 / 0.37
compound gates: 1 / 0.11
## cell type report
cell class | count | area, µm²
tap | 1287 | 1610
inverter | 1 | 3.75
clock inverter | 69 | 642
fill | 7898 | 52800
timing repair buffer | 157 | 1500
clock buffer | 118 | 2630
sequential | 1056 | 31700
multi-input combinational | 925 | 7940
## worst paths after layout
| check | end | slack (ns) | cells past startpoint |
|---|---|---|---|
| max | outDM[20] | 1.93 | 7 |
| min | outDM[13] | 0.73 | 4 |
| max reg2reg | outDM[28] | 4.10 | 4 |
| min reg2reg | outDM[13] | 0.73 | 4 |
Power figures rest on the tool's default switching activity, not on a simulated workload.
